[flow/design.v]
module Adder( src1_i, src2_i, sum_o	);
input	[32-1:0] src1_i;
input	[32-1:0] src2_i;
output	[32-1:0] sum_o;
wire	[32-1:0] sum_o;
assign sum_o = src1_i +src2_i;
endmodule
[flow/run.sh]
#!/bin/bash
# OpenROAD 26Q1-2900-gdf79404cd8, Yosys 0.63+post, stock flow scripts
make -C /OpenROAD-flow-scripts/flow DESIGN_CONFIG=/design/flow/config.mk WORK_HOME=/design/flow/orfs finish
[flow/config.mk]
export PLATFORM = sky130hd
export DESIGN_NAME = Adder
export DESIGN_NICKNAME = Adder
export VERILOG_FILES = /design/flow/design.v
export SDC_FILE = /design/flow/constraint.sdc
export NUM_CORES = 4
export LEC_CHECK = 1
export CORE_AREA = 10 10 107 107
export DIE_AREA = 0 0 117 117
[flow/constraint.sdc]
current_design Adder

set clk_period 14.5
set clk_io_pct 0.2

create_clock -name clk0 -period $clk_period

set non_clock_inputs [all_inputs -no_clocks]
set_input_delay [expr $clk_period * $clk_io_pct] -clock clk0 $non_clock_inputs
set_output_delay [expr $clk_period * $clk_io_pct] -clock clk0 [all_outputs]
==> Changelog: implementation <==
### Changed

* Most frequent logic cell in the layout: clkdlybuf4s50_1
* Critical Path End Type: output pin
* Max cap viols at 0
* Actual slew at the worst max-slew pin at 0.5576 ns
* GRT Residual Overflow at 0
* Row Count at 35
* Synth warn at 0
* Initial core utilization at 18.97%
* Crit path DRT at 11.60 ns
* Ports at 96
* Status: finished clean
* DRC at 0
* Utilization after layout at 30.45%
* DP HPWL at 5556 um
* Tool warnings at 32
* Max-Slew Margin vs Limit at 61.86%
* Post-synth seq share at 0%
* Clk pwr share at 0%
* Antenna violations before repair at 1
* Core area at 9196 um^2
* Post-route cell area at 2800 um^2
* DR vias at 2121
* P&R area growth vs syn at 60.55%
* Sum of negative setup slack at 0 ns
* Startpoint types: input port
* Final Setup Violations at 0
* Gate power share at 100.0%
* Min Clock Period, post-route at 8.795 ns
* Clock buf count at 0
* Yosys cell count at 241
* Post-route ant nets at 0
* Placed cell area at 2800 um^2
* NetSw at 0.05454 mW
* Max IR drop VDD at 0.01661 mV
* Postcts setup bufs at 0
* WHS at 6.828 ns
* Cells after Synth at 241
* Hold Crit Class: input port to output pin
* Max frequency at 0.1137 GHz
* Antenna Cells at 0
* Synthesis area per yosys at 1744 um^2
* DIE AREA at 13690 um^2
* Pleak at 1.176 nW
* WL per Instance at 14.34 um
* Critical path data arrival time at 5.89 ns
* Sequential Power Share at 0%
* Largest net degree at the start of global routing at 11
* CTS Hold Bufs at 0
* Die Ht at 117 um
* Cell Area, Synth at 1744 um^2
* Most frequent cells in the layout: clkdlybuf4s50_1 (96), ha_1 (31), a21oi_1 (29)
* Cell Pwr Density at 48.21 nW/um^2
* Switching part of the total at 40.40%
* Final Hold Fails at 0
* Sequential cells at 0
* CP Class: input port to output pin
* CP Max Fanout at 4
* # resized after CTS at 0
* GRT Util Overall at 8.964%
* Pint at 0.08045 mW
* FF/Latch Area at 0 um^2
* Final GP Congestion at 0.8280
* Vias in the first global route at 2105
* Die extent in x at 117 um
* First-pass GRT wire length at 10180 um
* Routed WL at 6268 um
* Netlist cell types at 50
* Final Slew Violations at 0
* Share of layout cells above drive strength 1 at 3.067%
* Syn Area/Cell at 7.237 um^2
* RSZ-0062 raised after global routing: no
* Initial drt markers at 83
* Via density per instance at 4.854
* DR pass1 iterations at 4
* Fin crit share at 60.65%
* Port bufs at 96
-- critical path, cell delays in order --
cell and delay, ns:
clkdlybuf4s50_1 0.41, ha_1 0.24, fa_1 0.40, a21o_1 0.22, a31o_2 0.28, nand3_1 0.09
o221ai_1 0.23, a311oi_1 0.37, o21bai_1 0.11, xor2_1 0.14, clkdlybuf4s50_1 0.50
-- worst paths after layout --
kind        end  cells after the start      start  slack (ns)
min    sum_o[0]                      3  src2_i[0]        6.83
max   sum_o[26]                     11  src1_i[0]        5.71
-- cell usage after synthesis (2+ instances only) --
| library cell | number | area (um^2) |
|---|---|---|
| nand3_1 | 10 | 50.05 |
| a311oi_1 | 2 | 17.52 |
| inv_1 | 6 | 22.52 |
| nor2_1 | 12 | 45.04 |
| xnor2_1 | 13 | 113.9 |
| a211oi_1 | 3 | 22.52 |
| nand4_1 | 8 | 50.05 |
| o21a_1 | 2 | 15.01 |
| o311ai_1 | 2 | 17.52 |
| ha_1 | 31 | 387.9 |
| o211ai_1 | 3 | 22.52 |
| nor3_1 | 4 | 20.02 |
| nand2_1 | 18 | 67.56 |
| clkbuf_1 | 8 | 30.03 |
| nand2b_1 | 2 | 12.51 |
| xor2_1 | 15 | 131.4 |
| or2_2 | 3 | 18.77 |
| a31oi_1 | 3 | 18.77 |
| a21o_1 | 19 | 142.6 |
| buf_2 | 2 | 10.01 |
| mux2i_1 | 2 | 20.02 |
| o21bai_1 | 4 | 30.03 |
| o21ai_0 | 13 | 65.06 |
| o221ai_1 | 2 | 17.52 |
| a21oi_1 | 29 | 145.1 |
-- stage by stage --
| stage | power, mW | std cells | setup WS [ns] |
|---|---|---|---|
| final | 0.1350 | 437 | 5.705 |
| after global routing | 0.1510 | 437 | 5.494 |
| after CTS | 0.1374 | 437 | 5.681 |
| after detailed placement | 0.1362 | 437 | 5.686 |
| after global placement | 0.1366 | 437 | 5.721 |
| after floorplan | 0.06406 | 241 | 6.875 |
-- layout make-up --
type,count,area [um^2]
Fill cell,974,6396
Tap cell,111,138.9
Multi-Input combinational cell,224,1678
Inverter,6,22.52
Timing Repair Buffer,96,960.9
-- cell families (layout without fill, tap and decap cells) --
group / count (synthesis) / after routing / share of synthesized area [%]
AOI/OAI and AO/OA: 97 / 97 / 39.31
xor gates and xnor gates: 28 / 28 / 14.06
adders and majority gates: 32 / 32 / 23.39
buffers and inverters: 17 / 102 / 3.802
muxes: 2 / 2 / 1.148
and+or+nand+nor: 65 / 65 / 18.29
-- power by group through the flow --
stage     registers, mW  clock network (mW)  logic, mW
4_1_cts               0                   0      0.137
5_1_grt               0                   0      0.151
6_report              0                   0      0.135
-- per-layer routing --
metal / GRT usage [%] / vias to the layer above / part of all wire (%)
li1: - / 1091 / -
met1: 11.44 / 957 / 44
met2: 15.11 / 69 / 46
met3: 3.199 / 2 / 11
met4: 0 / 2 / 0.016
met5: 0 / - / 0.21
Power and IR drop assume default switching activity.
